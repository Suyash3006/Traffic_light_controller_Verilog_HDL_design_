[/design/flow/run.sh]
#!/bin/bash
# OpenROAD 26Q1-2900-gdf79404cd8, Yosys 0.63+post, stock flow scripts
make -C /OpenROAD-flow-scripts/flow DESIGN_CONFIG=/design/flow/config.mk WORK_HOME=/design/flow/orfs finish
[/design/flow/config.mk]
export PLATFORM = sky130hd
export DESIGN_NAME = traffic_control
export DESIGN_NICKNAME = traffic_control
export VERILOG_FILES = /design/flow/design.v
export SDC_FILE = /design/flow/constraint.sdc
export NUM_CORES = 4
export LEC_CHECK = 1
export CORE_UTILIZATION = 30
[/design/flow/constraint.sdc]
current_design traffic_control

set clk_period 4.7
set clk_io_pct 0.2

create_clock -name clk0 -period $clk_period [get_ports {clk}]

set non_clock_inputs [all_inputs -no_clocks]
set_input_delay [expr $clk_period * $clk_io_pct] -clock clk0 $non_clock_inputs
set_output_delay [expr $clk_period * $clk_io_pct] -clock clk0 [all_outputs]
[/design/flow/design.v]
`timescale 1ns / 1ps
`timescale 1ns / 1ps
module traffic_control(n_g, n_y, n_r,s_g, s_y, s_r, e_g, e_y, e_r, w_g, w_y, w_r, clk,rst_a,co);
   output reg n_g, n_y, n_r,s_g, s_y, s_r, e_g, e_y, e_r, w_g, w_y, w_r; 
   input      clk;
   input      rst_a;
   output co;
   reg [2:0] state;
   parameter [2:0] north=3'b000;
   parameter [2:0] north_y=3'b001;
   parameter [2:0] south=3'b010;
   parameter [2:0] south_y=3'b011;
   parameter [2:0] east=3'b100;
   parameter [2:0] east_y=3'b101;
   parameter [2:0] west=3'b110;
   parameter [2:0] west_y=3'b111;
   reg [2:0] count;
   reg [27:0]cnt=0;
   assign co= cnt[27];
   always@(posedge clk)
    begin
        cnt<= cnt + 1;
    end
   always @(posedge co, posedge rst_a)
     begin
        if (rst_a)
            begin
                state=north;
                count =3'b000;
            end
        else
            begin
                case (state)
                north :
                    begin
                        if (count==3'b111)
                            begin
                            count=3'b000;
                            state=north_y;
                            end
                        else
                            begin
                            count=count+3'b001;
                            state=north;
                            end
                    end
                north_y :
                    begin
                        if (count==3'b011)
                            begin
                            count=3'b000;
                            state=south;
                            end
                        else
                            begin
                            count=count+3'b001;
                            state=north_y;
                        end
                    end
               south :
                    begin
                        if (count==3'b111)
                            begin
                            count=3'b0;
                            state=south_y;
                            end
                        else
                            begin
                            count=count+3'b001;
                            state=south;
                        end
                    end
            south_y :
                begin
                    if (count==3'b011)
                        begin
                        count=3'b0;
                        state=east;
                        end
                    else
                        begin
                        count=count+3'b001;
                        state=south_y;
                        end
                    end
            east :
                begin
                    if (count==3'b111)
                        begin
                        count=3'b0;
                        state=east_y;
                        end
                    else
                        begin
                        count=count+3'b001;
                        state=east;
                        end
                    end
            east_y :
                begin
                    if (count==3'b011)
                        begin
                        count=3'b0;
                        state=west;
                        end
                    else
                        begin
                        count=count+3'b001;
                        state=east_y;
                        end
                    end
            west :
                begin
                    if (count==3'b111)
                        begin
                        state=west_y;
                        count=3'b0;
                        end
                    else
                        begin
                        count=count+3'b001;
                        state=west;
                        end
                    end
            west_y :
                begin
                    if (count==3'b011)
                        begin
                        state=north;
                        count=3'b0;
                        end
                    else
                        begin
                        count=count+3'b001;
                        state=west_y;
                        end
                    end
            endcase  
        end  
    end 
always @(state)
     begin
         case (state)
            north :
                begin
                    n_g = 1;
                    n_y = 0;
                    n_r = 0;
                    s_g = 0;
                    s_y = 0;
                    s_r = 1;
                    w_g = 0;
                    w_y = 0;
                    w_r = 1;
                    e_g = 0;
                    e_y = 0;
                    e_r = 1;
                end  
            north_y :
                begin
                    n_g = 0;
                    n_y = 1;
                    n_r = 0;
                    s_g = 0;
                    s_y = 0;
                    s_r = 1;
                    w_g = 0;
                    w_y = 0;
                    w_r = 1;
                    e_g = 0;
                    e_y = 0;
                    e_r = 1;
                end  
            south :
                begin
                    n_g = 0;
                    n_y = 0;
                    n_r = 1;
                    s_g = 1;
                    s_y = 0;
                    s_r = 0;
                    w_g = 0;
                    w_y = 0;
                    w_r = 1;
                    e_g = 0;
                    e_y = 0;
                    e_r = 1;
                end  
            south_y :
                begin
                    n_g = 0;
                    n_y = 0;
                    n_r = 1;
                    s_g = 0;
                    s_y = 1;
                    s_r = 0;
                    w_g = 0;
                    w_y = 0;
                    w_r = 1;
                    e_g = 0;
                    e_y = 0;
                    e_r = 1;
                end  
            west :
                begin
                    n_g = 0;
                    n_y = 0;
                    n_r = 1;
                    s_g = 0;
                    s_y = 0;
                    s_r = 1;
                    w_g = 1;
                    w_y = 0;
                    w_r = 0;
                    e_g = 0;
                    e_y = 0;
                    e_r = 1;
                end  
            west_y :
                begin
                    n_g = 0;
                    n_y = 0;
                    n_r = 1;
                    s_g = 0;
                    s_y = 0;
                    s_r = 1;
                    w_g = 0;
                    w_y = 1;
                    w_r = 0;
                    e_g = 0;
                    e_y = 0;
                    e_r = 1;
                end  
            east :
                begin
                    n_g = 0;
                    n_y = 0;
                    n_r = 1;
                    s_g = 0;
                    s_y = 0;
                    s_r = 1;
                    w_g = 0;
                    w_y = 0;
                    w_r = 1;
                    e_g = 1;
                    e_y = 0;
                    e_r = 0;
                end  
            east_y :
                begin
                    n_g = 0;
                    n_y = 0;
                    n_r = 1;
                    s_g = 0;
                    s_y = 0;
                    s_r = 1;
                    w_g = 0;
                    w_y = 0;
                    w_r = 1;
                    e_g = 0;
                    e_y = 1;
                    e_r = 0;
                end  
            endcase  
     end  
endmodule
==> run summary <==
dpl ws: 2819 ps
Comb pwr share: 0.4%
clk ins delay skew pair: 270 ps
Clock transition at path regs: 90 ps
Net Sw Frac: 16.84%
TNS Setup: 0 ps
reg2reg end: cnt[18]
Post-Synthesis Cell Area: 0.001443 sq mm
Min-Delay Path Depth: 1
Area Growth Syn to Fin: 19.08%
PortBufs: 14
Final Cell Area: 0.001718 sq mm
register area: 710.7 sq um
vias in the first global route: 848
antenna violations before repair: 0
Sw Pwr: 0.07122 mW
Final Wtd Congestion: 0.7692
TritonCTS Buffers: 3
routed length per instance: 9.688 microns
first-pass GRT wire length: 3650 microns
CTS resizes: 0
ANT nets after route: 0
final hold violation count: 0
leakage: 0.6318 nW
die area: 0.005090 sq mm
H-tree Lvls: 1
1st-iter DRT viols: 29
Tightest Pin Transition: 370.8 ps
Fin Hold WS: 406.1 ps
worst r2r path cells: 5
Min-Delay Path Class: reg2reg
Flops after synth: 34
max-cap violation count: 0
Pwr Density: 246.1 mW/mm^2
crit path DRT: 3760 ps
Post-Route Skew: 5.834 ps
number of warnings in the stage logs: 28
clock share of power: 43.5%
largest net degree at the start of global routing: 17
Crit-path slowest cell: clkdlybuf4s50_1
Die H: 71.35 microns
Netlist cell types: 25
peak supply drop: 0.2215 mV
GRT overflow: 0
Slew HR: 75.19%
core area: 0.004474 sq mm
max incr delay on CP: 500 ps
status: completed
row cnt: 24
Post-CTS Setup Inserts: 0
Horiz. Die Dim: 71.35 microns
fillers: 444
global router's overall resource usage: 8.883%
Max Clk Rate: 0.4627 GHz
CP Capture Type: primary output
post-route clock period utilization: 45.99%
Worst Hold End: cnt[0]
internal power: 0.3516 mW
YS chip area: 0.001443 sq mm
fp util: 32.24%
vias: 985
Synth Seq Share: 49.26%
max-slew violation count: 0
startpoint type of the worst setup path: flip-flop
DP Wirelength: 1602 microns
I/O Pins: 15
Placed Area: 0.001647 sq mm
WS Path Type: reg2out
Worst Path Arrival: 1220 ps
Buf/Inv on CP: 1
final setup violation count: 0
Max Buffers Root-to-Sink: 2
ys cells: 149
critical-path maximum fanout: 8
MI comb area: 693.2 sq um
r2r startpoint: cnt[0]
register pins left without a clock: 6
via density per instance: 4.518
number of diodes: 0
setup ws final: 2539 ps
Root Buffer: clkbuf_8
hold_buf cts: 0
RSZ-0062 raised after global routing: false
Mean Syn Cell Area: 9.682 sq um
DRC viols: 0
layout cells sized above 1: 7.229%
Synth Warn #: 1
CP cell instances: clkdlybuf4s50_1
synthesized instance count: 149
Top delay family on crit path: buffers and inverters
CTS tree: built
drt pass-1 iters: 25
DRT Wirelength: 2112 microns
min-delay src: cnt[0]
Seq pwr share: 56.0%
Tmin final: 2161 ps
reg-to-reg slack, setup: 3110 ps
number of unconstrained endpoints: 18
layer usage:
layer  part of all wire [%]  track usage [%]  vias to the layer above
li1                       -                -                      530
met1                     51            12.77                      432
met2                     44            14.81                       23
met3                    4.5            1.997                        0
met4                      0           0.4444                        0
met5                      0                0                        -
placed cells by master (no fill, tap or decap):
cell type	Yosys	final
bufinv_16	0	1
nand4_4	1	1
nand4_1	8	8
or2_2	1	1
nor4_2	2	2
nand3_1	13	13
clkbuf_8	0	3
clkdlybuf4s50_1	0	14
nor2_1	15	15
xnor2_1	20	20
and3_1	2	2
nand2_1	16	16
o21ai_0	4	4
nor4_1	1	1
nor3_1	3	3
ha_1	6	6
a21oi_1	1	1
inv_1	8	8
dfrtp_1	6	6
o21a_1	1	1
nand2b_1	2	2
xor2_1	6	6
nor3_2	1	1
dfxtp_1	28	28
and3_2	1	1
buf_4	0	1
and4_2	1	1
per-stage QoR:
step | std cells | utilization, % | power [mW]
floorplan | 149 | - | 0.2433
global placement | 214 | 36.80 | 0.2443
detailed placement | 214 | 36.80 | 0.2443
CTS | 218 | 38.39 | 0.4308
global route | 218 | 38.39 | 0.4431
finish | 218 | 38.39 | 0.4228
cell usage after synthesis:
library cell | instances | share of area (%)
nor2_1 | 15 | 3.9
nand2_1 | 16 | 4.2
and3_1 | 2 | 0.87
nand4_4 | 1 | 1.5
nand3_1 | 13 | 4.5
and3_2 | 1 | 0.52
nor3_1 | 3 | 1.0
o21a_1 | 1 | 0.52
clkbuf_1 | 1 | 0.26
dfxtp_1 | 28 | 39
nor3_2 | 1 | 0.69
a21oi_1 | 1 | 0.35
xor2_1 | 6 | 3.6
o21ai_0 | 4 | 1.4
nor4_2 | 2 | 1.7
or2_2 | 1 | 0.43
nor4_1 | 1 | 0.43
ha_1 | 6 | 5.2
nand2b_1 | 2 | 0.87
and4_2 | 1 | 0.69
nand4_1 | 8 | 3.5
dfrtp_1 | 6 | 10
xnor2_1 | 20 | 12
buf_2 | 1 | 0.35
inv_1 | 8 | 2.1
registers in the layout (all words and copies together) (netlist names):
name   count
state      3
count      3
cnt       28
area by class of cell:
class	instances	area share, %
repair buffers	15	8.594
flip-flops and latches	34	41.37
inverters	8	1.748
well taps	52	3.787
clock inverters	1	1.748
multi-input cells	105	40.35
clock buffers	3	2.403
cells by family after synthesis:
kind of cell | Yosys count | synth area share [%]
buf+inv | 10 | 2.688
fa+ha+maj | 6 | 5.204
compound gates | 6 | 2.255
flops | 34 | 49.26
simple gates | 67 | 24.80
xor+xnor | 26 | 15.79
power by group through the flow:
stage	clock network, mW	logic [mW]	registers (mW)
finish	0.184	0.00176	0.237
CTS	0.192	0.00185	0.237
global route	0.204	0.00207	0.237
worst max path at each step:
stage            from  to  slack (ps)  cells past startpoint
finish        cnt[27]  co        2540                      1
CTS           cnt[27]  co        2510                      1
global route  cnt[27]  co        2440                      1
Power and IR drop assume default switching activity.
